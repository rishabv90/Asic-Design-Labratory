## ./run.sh

```bash
#!/bin/bash
# OpenROAD 26Q1-2900-gdf79404cd8, Yosys 0.63+post, stock flow scripts
make -C /OpenROAD-flow-scripts/flow DESIGN_CONFIG=/design/flow/config.mk WORK_HOME=/design/flow/orfs finish
```

## ./config.mk

```make
export PLATFORM = sky130hd
export DESIGN_NAME = magnitude
export DESIGN_NICKNAME = magnitude
export VERILOG_FILES = /design/flow/design.v
export SDC_FILE = /design/flow/constraint.sdc
export NUM_CORES = 4
export LEC_CHECK = 1
export CORE_AREA = 10 10 70 70
export DIE_AREA = 0 0 80 80
```

## ./constraint.sdc

```tcl
current_design magnitude

set clk_period 5.5
set clk_io_pct 0.2

create_clock -name clk0 -period $clk_period

set non_clock_inputs [all_inputs -no_clocks]
set_input_delay [expr $clk_period * $clk_io_pct] -clock clk0 $non_clock_inputs
set_output_delay [expr $clk_period * $clk_io_pct] -clock clk0 [all_outputs]
```

## ./design.v

```verilog
module magnitude
(
	input wire [16:0] in,
	output reg [15:0] out
);
	assign out = (in[16] ? (~in[15:0] + 1) : in[15:0]);
endmodule
```

==> out/qor.txt <==
status = complete, no violations
post-CTS setup buffer count = 0
Routed Antenna Nets = 0
seq_cells = 0
# rows = 21
Layout area overhead = 113.2%
clock power share = 0%
Crit path buffers/inverters = 2
Max Slew Vio Count = 0
total gr overflow = 0
critical path, cell by cell = clkdlybuf4s50_1 -> or4_1 -> or3_4 -> o41ai_2 -> xnor2_1 -> clkdlybuf4s50_1
per-cell routed wire length = 11.69 microns
Slew HR = 58.78%
post-synth top area cell = xnor2_1
post-CTS resize count = 0
P_int = 39.71 uW
GRT Util Overall = 4.572%
OpenROAD warnings = 32
Syn Area/Cell = 7.081 sq um
Comb power frac = 100.0%
Sw Pwr = 17.98 uW
die area = 6400 sq um
synthesized instance count = 47
Post-Layout Cell Count = 124
Leakage = 0.2395 nW
worst hold path type = in -> out
final hold vios = 0
core box area = 3416 sq um
cell mode on critical path = clkdlybuf4s50_1
critical path fanouts, max = 5
CTS Hold Bufs = 0
# Cells Yosys = 47
WS Path Type = in -> out
critical path launch point type = input port
Synth Cell Area = 332.8 sq um
Worst path slowest cell = or4_1
CLK BUF = 0
power density over the cells = 81.32 nW/um^2
Core Util at FP = 9.744%
Post-Route WL = 1450 microns
Final Critical Period = 4579 ps
Cell Count Post-Placement = 124
Via density = 3.508
n_diodes = 0
crit end category = primary output
Top-area cell share = 23.68%
slew of the pin with the lowest slew margin = 611.8 ps
Net Sw Frac = 31.17%
initial DRC count = 26
global-route wire length before repair = 2428 microns
DP Area = 709.4 sq um
VDD IR max = 22.25 uV
most common cell in the netlist = xnor2_1
Req. time, crit path = 4400 ps
Ports = 33
share of cells above drive strength 1 = 5.128%
Crit path largest cell delay = 550 ps
Synth top cells by count = xnor2_1 (9), nand2_1 (8), o31ai_1 (5), xor2_1 (5), o21ai_0 (4)
final setup vio count = 0
share of power burned in registers = 0%
Ys Warns = 1
Synth Seq Share = 0%
pin count of the biggest net entering global routing = 17
Yosys chip area = 332.8 sq um
Routability Congestion = 0.7953
die span in x = 80 microns
antenna violations before repair = 0
worst setup margin = 920.9 ps
RSZ-0062 raised after global routing = false
Cell Type Count = 16
Setup TNS Final = 0 ps
DR pass1 iterations = 4
Design Area, Final = 709.4 sq um
DRC = 0
Flop area = 0 sq um
f_max = 0.2184 GHz
PortBufs = 33
vias in the first global route = 514
Worst Path Arrival = 3480 ps
vias after detailed routing = 435
biggest area cells = xnor2_1 (24%), xor2_1 (13%), o31ai_1 (11%)
total power = 57.69 uW
pre-CTS WS = 900.0 ps
max_cap viols = 0
post-layout period usage = 83.26%
post-detail-place hpwl = 1279 microns
Crit path max-delay family = simple AND/OR/NAND/NOR gates
Chip Height = 80 microns
[layout by cell type, fill, tap and decap left out]
cell and instances:
o31a_2 1, ha_1 1, or3_4 1, or3_1 2
clkdlybuf4s50_1 33, o21ai_0 4, or4_1 3, o41ai_1 1
or2_2 1, nand2_1 8, xnor2_1 9, o31ai_1 5
o41ai_2 1, inv_1 3, xor2_1 5
[cells by family (layout without fill, tap and decap cells)]
| family | count (synthesis) | in the layout | synth area share (%) |
|---|---|---|---|
| XOR/XNOR | 14 | 14 | 36.84 |
| AND-OR/OR-AND | 12 | 12 | 27.82 |
| adder cells (fa/ha/maj) | 1 | 1 | 3.759 |
| AND/OR/NAND/NOR | 15 | 15 | 24.81 |
| buffers and inverters | 5 | 36 | 6.766 |
[final timing paths]
check | depth (start not counted) | end | from
setup / recovery | 6 | out[15] | in[4]
hold / removal | 2 | out[0] | in[0]
[routing by layer]
metal / up-vias / global-route usage (%) / wire length [microns]
li1: 233 / - / -
met1: 185 / 5.208 / 582
met2: 17 / 7.865 / 670
met3: 0 / 2.386 / 197
met4: 0 / 0 / 0
met5: - / 0 / 0
[layout make-up]
| cell class | count | area [sq um] |
|---|---|---|
| tap | 46 | 57.56 |
| inverter | 3 | 11.26 |
| multi-input combinational | 42 | 310.3 |
| fill | 398 | 2706 |
| timing repair buffer | 33 | 330.3 |
[per-stage QoR]
stage	util, %	hold slack (ps)
global route	20.77	3090
detailed placement	20.77	3053
finish	20.77	3049
floorplan	-	2229
global placement	20.77	3057
CTS	20.77	3063
[power by group through the flow]
stage / Clock [mW] / Sequential (mW) / Combinational (mW)
CTS: 0 / 0 / 0.0594
global route: 0 / 0 / 0.0651
finish: 0 / 0 / 0.0577
Power and IR drop assume default switching activity.
