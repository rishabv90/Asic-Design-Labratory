==> /design/flow/run.sh <==
#!/bin/bash
# OpenROAD 26Q1-2900-gdf79404cd8, Yosys 0.63+post, stock flow scripts
make -C /OpenROAD-flow-scripts/flow DESIGN_CONFIG=/design/flow/config.mk WORK_HOME=/design/flow/orfs finish
==> /design/flow/config.mk <==
export PLATFORM = sky130hd
export DESIGN_NAME = timer
export DESIGN_NICKNAME = timer
export VERILOG_FILES = /design/flow/design.v
export SDC_FILE = /design/flow/constraint.sdc
export NUM_CORES = 4
export LEC_CHECK = 1
export CORE_AREA = 10 10 83 83
export DIE_AREA = 0 0 93 93
==> /design/flow/constraint.sdc <==
current_design timer

set clk_period 2.2
set clk_io_pct 0.2

create_clock -name clk0 -period $clk_period [get_ports {clk}]

set non_clock_inputs [all_inputs -no_clocks]
set_input_delay [expr $clk_period * $clk_io_pct] -clock clk0 $non_clock_inputs
set_output_delay [expr $clk_period * $clk_io_pct] -clock clk0 [all_outputs]
==> /design/flow/design.v <==
module flex_counter
#(
	NUM_CNT_BITS = 4
)
(
	input wire clk,
	input wire n_rst,
	input wire clear,
	input wire count_enable,
	input wire [NUM_CNT_BITS-1:0] rollover_val,
	output wire [NUM_CNT_BITS-1:0] count_out,
	output wire rollover_flag
);
  reg current_flag;
  reg next_flag;
  reg [NUM_CNT_BITS-1:0] current;
  reg [NUM_CNT_BITS-1:0] next;
always_ff @ (posedge clk, negedge n_rst) begin
    if( n_rst == 0) begin
      current <= '0;
      current_flag <= '0;     
    end
    else begin
      current <= next;
      current_flag <= next_flag;
    end
  end
 always_comb  begin    
    if(clear == 1) begin
      next = '0;
      next_flag = '0;
    end
    else begin 
      if(count_enable == 1) begin      
        next = current + 1;
        next_flag = 1'b0;
        if(next== (rollover_val + 1)) begin
           next= 1;
          end
        if(next == rollover_val)
           next_flag = 1'b1;
          end
      else begin
        next_flag = 1'b0;
        next = current;
      end     
    end   
  end
  assign count_out = current;
  assign rollover_flag = current_flag;
endmodule
module timer 
(
	input wire clk,
	input wire n_rst,
	input wire enable_timer,
	output wire shift_strobe,
	output wire packet_done
);
reg state1;
reg delayed_enable_timer;
reg [3:0] out_count1;
reg [3:0] out_count2;
flex_counter #(4) count_10
    (
        .clk(clk),
 	    .n_rst(n_rst),
 	    .clear(packet_done),
 	    .count_enable(delayed_enable_timer),
 	    .rollover_val(4'd10),
 	    .count_out(out_count1),
 	    .rollover_flag(shift_strobe)
    );
flex_counter #(4) count_9
    (
        .clk(clk),
        .n_rst(n_rst),
        .clear(packet_done),
        .count_enable(shift_strobe),
        .rollover_val(4'd9),
        .count_out(out_count2),
        .rollover_flag(packet_done)
    );
always_ff @ (posedge clk, negedge n_rst)
begin
	if(n_rst == 0)
	begin
		state1 <= 0 ;
		delayed_enable_timer <= 0;
	end
	else
	begin
		state1 <= enable_timer;
		delayed_enable_timer <= state1;
	end
end
endmodule
==> flow_summary.json <==
{
  "finalCritPeriodShare": 0.824,
  "path_buffers": 1,
  "ys_sh_aoi": 0.222,
  "clk_pin_slew_worst_paths_ns": 0.05,
  "grtUsageTotal": 0.0307,
  "timing.rr.end": "count_10.current_flag$_DFF_PN0_",
  "worstReg2RegStart": "count_10.current[0]$_DFFE_PN0P_",
  "critPathTopFamily": "flip-flops",
  "slew_headroom": 0.662,
  "drv_slew": 0,
  "ys_types": 33,
  "clock-root-buffer": "clkbuf_8",
  "netlist_area_sq_um": 733,
  "synth_area_per_cell_sq_um": 10.2,
  "ys_warn_count": 2,
  "cp_cell_sequence": "clkdlybuf4s50_1",
  "arrival_ns": 1.37,
  "antenna_found_initial": 0,
  "crit_path_top_delay_cell": "dfrtp_1",
  "yosys_area_sq_um": 733,
  "fp_util": 0.143,
  "fp.coreArea_sq_um": 5140,
  "lay_top_count": "dfrtp_1",
  "endpoint_kind": "output pin",
  "numCtsBuffers": 3,
  "cts_buffer_depth": 2,
  "placedCellCount": 143,
  "clkSinkCount": 12,
  "layout_setup_ws_ns": 0.387,
  "ys_sh_xor": 0.0478,
  "tns_ns": 0,
  "setup_violations": 0,
  "area_growth_pct": 22.4,
  "ys.flops": 12,
  "worstRegToRegCells": 5,
  "synth_cells": 72,
  "diodes": 0,
  "ys_cells": 72,
  "hold_ws_ns": 0.346,
  "cts_tree": "built",
  "ys_sh_simple": 0.179,
  "postCtsSetupBuffers": 0,
  "fillers": 601,
  "cp_data_required_time_ns": 1.76,
  "grt_pass1_vias": 481,
  "fmax_mhz": 552,
  "p_per_area_nw_per_um2": 1110,
  "grt_max_degree": 14,
  "ys_sh_adder": 0.0853,
  "crit_fanout": 13,
  "power.leakage_nw": 0.355,
  "muxShareOfSynthArea": 0,
  "stdcell_count": 147,
  "lay_top_cells": "dfrtp_1 (12), inv_1 (6), ha_1 (5)",
  "overflow": 0,
  "postLayoutCoreUtil": 0.175,
  "reg2reg_slack_ns": 0.70,
  "hp-class": "reg -> reg",
  "finClkSkew_ns": 0.00306,
  "rows": 26,
  "dp_worst_setup_slack_ns": 0.640,
  "routed_via_density": 3.56,
  "warnings": 28,
  "startpoint_type": "flop",
  "drtPass1Iterations": 4,
  "topCombFamilyByArea": "AND-OR/OR-AND gates",
  "grt_pass1_wl_microns": 2280,
  "path_class": "reg -> out",
  "synth.area.top_cells": "dfrtp_1 (41%), ha_1 (8.5%), xor2_1 (3.6%)",
  "wl_per_cell_microns": 8.45,
  "tightest_slew_ns": 0.506,
  "rsz0062_at_grt": "false",
  "hp-start": "state1$_DFF_PN0_",
  "place.gp.congestion": 0.732,
  "min_period_ns": 1.81,
  "dp_hpwl_microns": 887,
  "num_vias": 523,
  "ys_seq_share": 0.410,
  "status": "completed",
  "htree_num_levels": 1,
  "die_area_sq_um": 8650,
  "drive_gt1_frac": 0.104,
  "cts_hold_buf": 0,
  "hold_path_end": "delayed_enable_timer$_DFF_PN0_",
  "drt_iter0_drc": 39,
  "largest_area_cell": "dfrtp_1",
  "wl_microns": 1240,
  "cp_slowest_stage_delay_ns": 0.58,
  "ios": 5,
  "drc_errors": 0,
  "drtAntennaViolNets": 0,
  "max-vdd-ir-drop_v": 0.000617,
  "fp.dieH_microns": 93,
  "drv_cap": 0,
  "portBuffers": 4,
  "worst_skew_pair.late_latency_ns": 0.24,
  "hold_violations": 0,
  "die_w_microns": 93,
  "yosys.area.top_type_share": 0.410,
  "holdPathStages": 0,
  "cts_resized": 0
}
## through the flow
stage / area (sq um) / power [mW]
after floorplan: 733 / 0.699
after global placement: 842 / 0.756
after detailed placement: 842 / 0.756
after CTS: 897 / 1.00
after global routing: 897 / 1.08
final: 897 / 0.992
## layer usage
metal | share of wire | global-route usage | up-vias | routed length (microns)
met5 | 0 | 0 | - | 0
met4 | 0.011 | 0.00386 | 0 | 14
met3 | 0.045 | 0.0113 | 2 | 56
met2 | 0.40 | 0.0409 | 6 | 494
met1 | 0.55 | 0.0467 | 245 | 677
li1 | - | - | 270 | -
## flip-flops by register name, indices dropped and copies added, names as in the netlist
name	count
count_10.current_flag	1
count_10.current	4
state1	1
count_9.current_flag	1
delayed_enable_timer	1
count_9.current	4
## cell type report
type                       instances  area (sq um)  share of cell area
multi-input combinational         51           392               0.437
sequential                        12           300               0.335
tap                               70          87.6              0.0976
clock buffer                       4          55.1              0.0614
timing repair buffer               4          40.0              0.0446
inverter                           6          22.5              0.0251
## cells by family (layout without fill, tap and decap cells)
kind of cell / after synthesis / after routing
buffers and inverters: 9 / 14
adder cells (fa/ha/maj): 5 / 5
AND-OR/OR-AND: 19 / 19
flip-flops: 12 / 12
XOR/XNOR: 4 / 4
AND/OR/NAND/NOR: 23 / 23
## where the power goes
part           switching (mW)  internal [mW]  total [mW]
Combinational           0.177          0.181       0.358
Clock                  0.0788          0.158       0.237
Sequential              0.117          0.280       0.397
## how the worst max path moves through the flow
| stage | slack [ns] | endpoint | start | cells past startpoint |
|---|---|---|---|---|
| after CTS | 0.37 | packet_done | count_9.current_flag$_DFF_PN0_ | 1 |
| after global routing | 0.30 | packet_done | count_9.current_flag$_DFF_PN0_ | 1 |
| final | 0.39 | packet_done | count_9.current_flag$_DFF_PN0_ | 1 |
## cells in the mapped netlist
cell type	n
a211oi_1	1
a21bo_1	1
a21boi_1	1
a21oi_1	3
a22oi_2	1
a311oi_1	1
a31o_1	1
a31oi_1	2
a32oi_2	1
a41o_1	1
a41oi_1	1
and3b_1	1
buf_6	1
clkbuf_1	2
dfrtp_1	12
ha_1	5
inv_1	6
nand2_1	3
nand2b_1	2
nand3_1	4
nand3b_1	3
nor2_1	4
nor2b_1	2
nor3_1	2
nor4_2	1
o2111ai_1	1
o211ai_1	1
o21ai_0	1
o21bai_1	1
o41ai_2	1
or3_1	1
xnor2_1	1
xor2_1	3
Power and IR drop assume default switching activity.
